**flow/design.v**
```verilog
module video_uut (
    input  wire         clk_i           , 
    input  wire         cen_i           , 
    input  wire         vid_sel_i       , 
    input  wire [19:0]  vdat_bars_i     , 
    input  wire [19:0]  vdat_colour_i   , 
    input  wire [3:0]   fvht_i          , 
    output wire [3:0]   fvht_o          , 
    output wire [19:0]  video_o           
); 
reg [19:0]  vid_d1;
reg [3:0]   fvht_d1;
wire h_in = fvht_i[1];
reg h_dly;
wire h_pos = h_in & ~h_dly;
wire h_neg = ~h_in & h_dly;
wire v_in = fvht_i[2];
reg v_dly;
wire v_pos = v_in & ~v_dly;
wire v_neg = ~v_in & v_dly;
reg [30:0] pixel_array [0:99][0:99];
integer i = 0;
integer j =0;
reg[15:0] h_pointer = 0;
reg[15:0] v_pointer = 0;
reg[15:0] h_counter = 0;
reg[15:0] v_counter = 0;
reg[15:0] box_width = 500;
reg[15:0] box_height = 500;
reg[15:0] h_start_position = 250;
reg[15:0] v_start_position = 250;
reg [12:0] x_offset = 0;
reg [12:0] y_offset = 0;
reg x_direction = 1;  
reg y_direction = 1;  
localparam RECT_COLOR = 20'hFFFFFF;
localparam BG_COLOR = 20'h0D98F1;
localparam SPEED=5;
wire is_in_rectangle = (h_counter >= h_start_position + x_offset - box_width / 2) && 
							  (h_counter < h_start_position + x_offset + box_width / 2) && 
							  (v_counter >= v_start_position + y_offset - box_height / 2) && 
							  (v_counter < v_start_position + y_offset + box_height / 2); 
wire is_in_circle = ( (h_counter - (h_start_position + x_offset)) * (h_counter - (h_start_position + x_offset)) +
                      (v_counter - (v_start_position + y_offset)) * (v_counter - (v_start_position + y_offset)) )
                      <= (box_width/2 * box_width/2);
always @(posedge clk_i) begin
    if (cen_i) begin
        h_dly <= h_in;
        v_dly <= v_in;
        h_counter <= (h_neg) ? 0 : h_counter + 1;
        if (h_pos && v_pos)
            v_counter <= 0;
        else if (h_pos)
            v_counter <= v_counter + 1;
        if (h_counter == 0 && v_counter == 0) begin
            if (x_direction) begin
                if (h_start_position + x_offset+(box_width/2) < 1919) begin
                    x_offset <= x_offset + SPEED;   
                end else begin
                    x_direction <= 0;   
                end
            end else begin
                if (x_offset > 0) begin
                    x_offset <= x_offset - SPEED;   
                end else begin
                    x_direction <= 1;   
                end
            end
            if (y_direction) begin
                if (v_start_position + y_offset + (box_height/2)< 1125) begin
                    y_offset <= y_offset + SPEED;   
                end else begin
                    y_direction <= 0;   
                end
            end else begin
                if (y_offset > 0) begin
                    y_offset <= y_offset - SPEED;   
                end else begin
                    y_direction <= 1;   
                end
            end
        end
        if (is_in_rectangle) begin
            vid_d1 <= RECT_COLOR;
        end else begin
            vid_d1 <= BG_COLOR;
        end
        fvht_d1 <= fvht_i;
    end
end
assign fvht_o  = fvht_d1;
assign video_o = vid_d1;
endmodule
```
**flow/run.sh**
```bash
#!/bin/bash
# OpenROAD 26Q1-2900-gdf79404cd8, Yosys 0.63+post, stock flow scripts
make -C /OpenROAD-flow-scripts/flow DESIGN_CONFIG=/design/flow/config.mk WORK_HOME=/design/flow/orfs finish
```
**flow/config.mk**
```make
export PLATFORM = sky130hd
export DESIGN_NAME = video_uut
export DESIGN_NICKNAME = video_uut
export VERILOG_FILES = /design/flow/design.v
export SDC_FILE = /design/flow/constraint.sdc
export NUM_CORES = 4
export LEC_CHECK = 1
export CORE_UTILIZATION = 30
```
**flow/constraint.sdc**
```tcl
current_design video_uut

set clk_period 8.0
set clk_io_pct 0.2

create_clock -name clk0 -period $clk_period [get_ports {clk_i}]

set non_clock_inputs [all_inputs -no_clocks]
set_input_delay [expr $clk_period * $clk_io_pct] -clock clk0 $non_clock_inputs
set_output_delay [expr $clk_period * $clk_io_pct] -clock clk0 [all_outputs]
```
==> reports/summary.txt <==
Async set-or-reset flop fraction in the synthesized netlist -> 0
Worst-margin pin slew -> 756 ps
TritonRoute pass-1 iters -> 5
Fraction of layout cells with a size suffix above 1 -> 0.0528
Post-synthesis cell type count -> 82
Hold crit path type -> reg -> reg
Largest fanout of any net on the critical path -> 18
Setup slack after layout -> 3320 ps
Final setup skew -> 7.35 ps
Post-placement worst setup slack -> 3360 ps
Yosys cell count -> 823
Final Routed Wirelength -> 14700 um
Ys flops -> 65
Via density per instance -> 5.02
Part of the Yosys area used for sequential elements -> 0.267
Highest Clock Rate -> 0.214 GHz
Tightest slew margin relative to the limit -> 0.496
Count of endpoints failing setup in the final report -> 0
Number of buffers created by CTS -> 9
Antenna violations before repair -> 0
Fraction of the core area occupied by cells at floorplan -> 0.308
Number of resized instances in the post-cts repair step -> 0
Data arrival time of the critical path -> 4770 ps
Number of warnings in the stage logs -> 75
Mean post-synth cell area -> 8.87 sq um
Crit path buf inv count -> 0
Number of hold violations in the final report -> 0
Top Layout Cells -> 95 x sky130_fd_sc_hd__ha_1, 81 x sky130_fd_sc_hd__nor2_1, 65 x sky130_fd_sc_hd__edfxtp_1, 55 x sky130_fd_sc_hd__xnor2_1, 50 x sky130_fd_sc_hd__a21oi_1
Congestion Overflow GR -> 0
Worst IR Drop VDD -> 0.0731 mV
Clock insertion delay at the later pin of the skew report -> 340 ps
Number of instances in the synthesized netlist -> 823
Final-layout setup total negative slack -> 0 ps
Ratio of final minimum period to clock period -> 0.585
Horiz. Die Dim -> 158 um
Number of buffers added to fix hold violations after cts -> 0
Startpoint kind of the worst setup timing path -> flip-flop
RSZ-0062 raised after global routing -> no
Yosys warns -> 2
Final min period -> 4680 ps
Main logic family after synthesis -> simple AND/OR/NAND/NOR gates
Category of the most critical setup path -> reg -> reg
Final tally of max-slew violations -> 0
Fraction of the mapped netlist area in compound gates -> 0.149
Root buffer cell -> sky130_fd_sc_hd__clkbuf_16
Status -> finished clean
Global placer's final weighted congestion -> 0.853
Antenna-violating nets left -> 0
Largest net degree at the start of global routing -> 26
Most Frequent Cell on Critical Path -> sky130_fd_sc_hd__ha_1
Number of sinks driven by the clock tree -> 65
Reg clk slew, reported paths -> 50 ps
Cell type contributing the most total cell area after synthesis -> sky130_fd_sc_hd__edfxtp_1
Biggest area contributors in the synthesized netlist -> sky130_fd_sc_hd__edfxtp_1 27%, sky130_fd_sc_hd__ha_1 16%, sky130_fd_sc_hd__xnor2_1 6.6%, sky130_fd_sc_hd__xor2_1 5.2%, sky130_fd_sc_hd__nor2_1 4.2%
Detail Placement HPWL -> 11300 um
Data required time at the worst endpoint -> 8080 ps
Clock tree from TritonCTS -> done
Max-capacitance violation count -> 0
Max stage delay cell, worst path -> sky130_fd_sc_hd__edfxtp_1
Post-detailed-route wirelength per cell -> 13.0 um
Maximum buffer depth of the clock tree -> 2
Yosys adder share -> 0.168
Most frequently placed logic cell in the final layout -> sky130_fd_sc_hd__ha_1
XOR/XNOR share of the synthesized area -> 0.122
Height of the die -> 158 um
Via count -> 5692
Floorplan Core Area -> 23700 sq um
Critical Path End Type -> flip-flop
GRT Util Overall -> 0.125
Floorplan die area -> 25000 sq um
Mux frac, synth -> 0.00822
Family with the most delay on the worst path -> AND-OR/OR-AND gates
Post-synth EDFFs -> 65
Number of I/O pins -> 71
Worst path cell trace -> ha_1 -> nor2_2 -> nand3_1 -> o21ai_0 -> a21oi_1 -> a2111oi_0 -> ha_1 -> ha_1 -> a21o_1 -> a21o_1 -> a21oi_1 -> or4b_2 -> and4b_1
Antenna diode count -> 0
H-tree levels -> 3
Quantity of I/O buffers inserted on ports -> 18
Number of standard-cell rows in the floorplan -> 56
Global-route wire length before repair -> 25300 um
Post-synth top area share -> 0.267
DRC violation total after the first TritonRoute iteration -> 314
Buffers inserted by post-CTS timing repair -> 0
Yosys-reported design area after synthesis -> 7300 sq um
Synth-to-layout area growth -> 8.17%
Remaining routing DRC violations -> 0
Most common reg cell -> sky130_fd_sc_hd__edfxtp_1
Number of global-route vias before repair -> 5163
Static Leak -> 3.01 nW
Post-synthesis instance area -> 7300 sq um
Power per standard cell area -> 102 nW/um^2
Post-synthesis share of cell area spent on and, or, nand and nor gates -> 0.223
Maximum single-stage delay on the critical path -> 630 ps
[metal layers]
metal	vias up	wire (um)	track usage
met1	2600	7720	0.200
met3	19	406	0.00808
met4	0	284	0.0238
met5	-	0	0
li1	2986	-	-
met2	87	6280	0.190
[cell families after synthesis]
kind of cell	after synthesis
and+or+nand+nor	302
AOI/OAI and AO/OA	160
xor gates and xnor gates	100
adders and majority gates	97
buffers and inverters	92
DFF	65
muxes	6
other	1
[layout make-up]
| cell class | instances | area [sq um] |
|---|---|---|
| flip-flops and latches | 65 | 1950 |
| clock buffers | 9 | 225 |
| fillers | 2436 | 15800 |
| multi-input cells | 678 | 4950 |
| inverters | 37 | 139 |
| repair buffers | 23 | 218 |
| clock inverters | 3 | 12.5 |
| well taps | 319 | 399 |
[flip-flops by register name, indices dropped and copies added (netlist names)]
name and flops:
y_offset 13, x_direction 1, x_offset 13, y_direction 1, fvht_d1 4, h_counter 16
v_counter 16, vid_d1 1
[worst register-to-register path: cells and delay by family (launching register included)]
family / cells / cell delay [ps]
AND/OR/NAND/NOR: 4 / 1330
flip-flops: 1 / 630
AND-OR/OR-AND: 6 / 1340
adder cells (fa/ha/maj): 3 / 1140
[cell usage after synthesis, types with 6 or more instances]
| library cell | instances |
|---|---|
| sky130_fd_sc_hd__buf_4 | 21 |
| sky130_fd_sc_hd__a2111oi_0 | 7 |
| sky130_fd_sc_hd__a21o_1 | 7 |
| sky130_fd_sc_hd__xor2_1 | 43 |
| sky130_fd_sc_hd__a31oi_1 | 8 |
| sky130_fd_sc_hd__xnor2_1 | 55 |
| sky130_fd_sc_hd__nand3_1 | 28 |
| sky130_fd_sc_hd__or2_2 | 7 |
| sky130_fd_sc_hd__mux2i_1 | 6 |
| sky130_fd_sc_hd__nor4_1 | 17 |
| sky130_fd_sc_hd__and3_1 | 12 |
| sky130_fd_sc_hd__nor2b_1 | 12 |
| sky130_fd_sc_hd__o21a_1 | 7 |
| sky130_fd_sc_hd__nor3_1 | 23 |
| sky130_fd_sc_hd__inv_1 | 37 |
| sky130_fd_sc_hd__o21ai_0 | 27 |
| sky130_fd_sc_hd__nand2_1 | 47 |
| sky130_fd_sc_hd__nand2b_1 | 9 |
| sky130_fd_sc_hd__or3_1 | 9 |
| sky130_fd_sc_hd__ha_1 | 95 |
| sky130_fd_sc_hd__clkbuf_1 | 19 |
| sky130_fd_sc_hd__nand4_1 | 14 |
| sky130_fd_sc_hd__a21oi_1 | 50 |
| sky130_fd_sc_hd__nor2_1 | 81 |
| sky130_fd_sc_hd__buf_2 | 13 |
| sky130_fd_sc_hd__and4_1 | 7 |
| sky130_fd_sc_hd__edfxtp_1 | 65 |
[path summary, 6_finish.rpt]
check | start | to | slack [ps] | cells after the start
worst max-delay path | x_offset[1] | vid_d1[14] | 3320 | 13
worst min-delay path | h_counter[0] | h_counter[0] | 610 | 1
worst max register to register | x_offset[1] | vid_d1[14] | 3320 | 13
worst min register to register | h_counter[0] | h_counter[0] | 610 | 1
[where the power goes]
part           internal, mW  total, mW  leakage [nW]  switching [mW]
Combinational        0.0317     0.0601          2.35          0.0284
Sequential            0.388      0.407         0.542          0.0190
Clock                 0.199      0.336         0.118           0.137
Total                 0.619      0.803          3.01           0.184
[through the flow]
step                      utilization  power, mW  cell area [sq um]  instances  hold WS, ps
after floorplan                     -      0.454               7350        835          578
after global placement          0.324      0.472               7660       1122          600
after detailed placement        0.324      0.474               7660       1122          611
after CTS                       0.334      0.814               7900       1134          619
after global routing            0.334      0.835               7900       1134          670
final                           0.334      0.803               7900       1134          614
Power is estimated from default activity; no workload was simulated.
